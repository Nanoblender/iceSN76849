--- run.sh ---
#!/bin/bash
# OpenROAD 26Q1-2900-gdf79404cd8, Yosys 0.63+post, stock flow scripts
make -C /OpenROAD-flow-scripts/flow DESIGN_CONFIG=/design/flow/config.mk WORK_HOME=/design/flow/orfs finish
--- config.mk ---
export PLATFORM = sky130hd
export DESIGN_NAME = serial_rx
export DESIGN_NICKNAME = serial_rx
export VERILOG_FILES = /design/flow/design.v
export SDC_FILE = /design/flow/constraint.sdc
export NUM_CORES = 4
export LEC_CHECK = 1
export CORE_AREA = 10 10 89 89
export DIE_AREA = 0 0 99 99
--- constraint.sdc ---
current_design serial_rx

set clk_period 1.8
set clk_io_pct 0.2

create_clock -name clk0 -period $clk_period [get_ports {rx_clk}]

set non_clock_inputs [all_inputs -no_clocks]
set_input_delay [expr $clk_period * $clk_io_pct] -clock clk0 $non_clock_inputs
set_output_delay [expr $clk_period * $clk_io_pct] -clock clk0 [all_outputs]
--- design.v ---
module baud_gen(
		input  clk,
		output rx_clk
		);
   reg [4:0] 	       div_cntr;
   reg 		       rx_en;
   always@(posedge clk)
     begin
	div_cntr <= div_cntr + 1;
	if (div_cntr == 12)
	  begin
	     div_cntr<=0;
	     rx_en <= 1;
	  end
	else rx_en<=0;  
     end
   assign rx_clk=rx_en;
endmodule  
module serial_rx(
		 input 	      rx,
		 input 	      rx_clk,
		 output [7:0] data_in,
		 output       new_data_in
		 );
   reg [7:0] 		      Rx_data;
   reg [1:0] 		      in_mem;
   reg 			      start;
   reg [2:0] 		      syncro;		      
   wire 		      sync_clk=(syncro==7);
   reg [3:0] 		      state;
   initial 
     begin
	Rx_data<=0;
	in_mem<=3;
	state<=0;
	start<=1;
     end
   always@(posedge rx_clk)
     begin
	in_mem <= {in_mem[0],rx};
	if(in_mem == 3)start<=1;
	else if(in_mem==0) start<=0;
	if(state==0)syncro<=0;
	else syncro<=syncro+1;
	case(state)
	  4'b0000: if(start==0) state <= 4'b1000;
	  4'b1000: if(sync_clk) state <= 4'b1001;
	  4'b1001: if(sync_clk) state <= 4'b1010;
	  4'b1010: if(sync_clk) state <= 4'b1011;
	  4'b1011: if(sync_clk) state <= 4'b1100;
	  4'b1100: if(sync_clk) state <= 4'b1101;
	  4'b1101: if(sync_clk) state <= 4'b1110;
	  4'b1110: if(sync_clk) state <= 4'b1111;
	  4'b1111: if(sync_clk) state <= 4'b0001;
	  4'b0001: if(sync_clk) state <= 4'b0000;
	  default: state <= 4'b0000;
	endcase  
	if(sync_clk && state[3]) Rx_data <= {Rx_data[6:0],start}; 
     end  
   assign data_in=Rx_data;
   assign new_data_in=(state==0);
endmodule  
==> qor.txt <==
WS Path Type - reg2out
Synth warn - 1
Final setup violating endpoints - 0
Startpoint type of the worst setup path - flip-flop
Worst-Margin Slew - 287 ps
Adder share - 0.0518
Sequential area share after synthesis - 0.710
Final Util - 0.157
Final Hold Viols - 0
PD cells - 1520 nW/um^2
Die Y - 99 um
Hold crit path type - reg2reg
Worst-Skew Late Latency - 240 ps
RSZ-0062 raised after global routing - no
Largest net degree at the start of global routing - 11
Die area - 9800 um^2
Max Cap Violations - 0
Critical Path AT - 1300 ps
Post-Synth XOR/XNOR Area - 0.0129
CP max FO - 4
R2R setup slack - 320 ps
Synth area leaders - edfxtp_1 (53%), dfxtp_1 (18%), ha_1 (3.7%)
Final GP Congestion - 0.689
Cell count after synthesis - 42
Total grt overflow - 0
Clock skew - 0.616 ps
Slowest cell on crit path - edfxtp_1
Clock Root Buffer - clkbuf_8
Core outline area - 5990 um^2
TritonCTS Buffers - 3
Synth Area per Inst - 16.1 um^2
Dominant comb cell - simple AND/OR/NAND/NOR gates
Post-CTS Setup Bufs - 0
Die W - 99 um
CP required - 1440 ps
Final ANT Viol Nets - 0
Initial antenna violation count - 0
DR WL/cell - 7.62 um
Post-synth regs - 18
Buffers on Ports - 10
Rows - 28
Yosys Chip Area - 677 um^2
First-pass GRT wire length - 1660 um
IO Pins - 11
Top area contributor share - 0.532
Synth cell types - 20
Layout cell share with drive strength beyond 1 - 0.203
Dpl cells - 130
Detail Placement HPWL - 799 um
Post-Synth Simple-Gate Area - 0.139
Fin crit share - 0.921
Worst VDD drop - 0.962 mV
CP Launch Point - state[3]
Final Non-Filler Cells - 134
H-Tree Depth - 1
Initial drt markers - 16
Mapped Area - 677 um^2
CTS tree - built
CP Capture Point - new_data_in
FP Util - 0.113
Fin area - 942 um^2
Clock sink count - 18
Cells on worst reg2reg path - 4
Ant diodes - 0
Total Wirelength - 1020 um
Largest area contributor in the netlist - edfxtp_1
Slew Limit Fails - 0
GR Util All Layers - 0.0197
CTS Buffer Depth - 2
Vias per cell - 2.75
Setup TNS Final - 0 ps
Cts hold-fix bufs - 0
DR pass1 iterations - 2
Tool warning count - 25
Worst r2r dst - state[3]
DRC errors left - 0
Area delta synth->final - 39.2%
Via count - 368
F_max - 603 MHz
Run status - finished, final reports clean
Mux frac, synth - 0
Worst R2R Start - state[3]
Placed cell area - 898 um^2
Worst stage delay on the critical path - 440 ps
CP Capture Type - output pin
Minimum clock period - 1660 ps
Max-slew headroom - 0.807
Yosys stat cell total - 42
Leakage power - 0.330 nW
Aoi/oai-family share of the synthesized area - 0.0721
Clk slew on worst S/H paths - 60 ps
Vias in the first global route - 343
Crit-path cells - nor4_4 -> dlygate4sd2_1
[logic make-up (layout without fill, tap and decap cells)]
family / count (synthesis) / in the layout
and+or+nand+nor: 12 / 12
AOI/OAI and AO/OA: 6 / 6
buffers and inverters: 2 / 19
xor gates and xnor gates: 1 / 1
adders and majority gates: 3 / 3
DFF: 18 / 18
[layout by cell type (no fill, tap or decap)]
cell / n
a211oi_1: 1
a21bo_1: 1
a21boi_0: 2
a2bb2oi_1: 1
and2_2: 2
and3b_1: 1
buf_4: 5
clkbuf_8: 3
clkdlybuf4s50_1: 9
clkinv_1: 1
dfxtp_1: 6
dlygate4sd2_1: 1
edfxtp_1: 12
ha_1: 2
maj3_1: 1
nand2_1: 1
nor2_1: 2
nor2b_1: 2
nor2b_2: 1
nor3b_1: 1
nor4_4: 1
nor4b_1: 1
o21a_1: 1
xor2_1: 1
[critical path: cells and delay by family, from the launching register on]
kind | cells | cell delay [ps]
flip-flops | 1 | 440
AND/OR/NAND/NOR | 1 | 370
buffers and inverters | 1 | 250
[registers in the layout (all words and copies together) (netlist names)]
signal / flops
start: 1
state: 4
syncro: 3
Rx_data: 8
in_mem: 2
[synth_stat cells]
cell / count
buf_2: 2
a2bb2oi_1: 1
maj3_1: 1
dfxtp_1: 6
a211oi_1: 1
and2_2: 2
a21bo_1: 1
ha_1: 2
nor2b_2: 1
xor2_1: 1
nor3b_1: 1
o21a_1: 1
nor4_4: 1
nor4b_1: 1
nor2b_1: 2
nor2_1: 2
nand2_1: 1
and3b_1: 1
a21boi_0: 2
edfxtp_1: 12
[stage by stage]
stage          setup slack, ps  power [W]  hold slack, ps
2_1_floorplan              338   0.000971             337
3_3_place_gp               138    0.00116             346
3_5_place_dp               142    0.00117             354
4_1_cts                    124    0.00145             363
5_1_grt                   85.4    0.00152             369
6_report                   143    0.00143             363
[metal layers]
metal / GRT usage / part of all wire / vias to the layer above
met5: 0 / 0 / -
met4: 0.00551 / 0.016 / 0
li1: - / - / 188
met2: 0.0301 / 0.48 / 4
met3: 0.00705 / 0.031 / 2
met1: 0.0257 / 0.48 / 174
[where the power goes]
group / leakage, nW / total (W) / switching (W) / internal, W
combinational: 0.144 / 0.000483 / 0.000208 / 0.000276
sequential: 0.163 / 0.000674 / 0.0000720 / 0.000602
clock: 0.0231 / 0.000272 / 0.000121 / 0.000151
total: 0.330 / 0.00143 / 0.000400 / 0.00103
[what timing repair did]
item	CTS	global route
endpoints found under the setup margin	1	0
gates resized	1	0
hold endpoints to repair	0	0
[worst min path at each step]
stage / from / endpoint / slack (ps) / depth (start not counted)
after CTS: in_mem[0] / in_mem[1] / 360 / 0
after global routing: in_mem[0] / in_mem[1] / 370 / 0
final: in_mem[0] / in_mem[1] / 360 / 0
[cell type report]
cell class | instances | area, um^2
clock buffers | 3 | 41.3
clock inverters | 1 | 3.75
fillers | 639 | 5050
multi-input cells | 22 | 186
flip-flops and latches | 18 | 480
well taps | 75 | 93.8
repair buffers | 15 | 136
No activity file was given, so power comes from the tool's default toggle rates.
