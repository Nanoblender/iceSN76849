**design/flow/config.mk**
```make
export PLATFORM = sky130hd
export DESIGN_NAME = top
export DESIGN_NICKNAME = top
export VERILOG_FILES = /design/flow/design.v
export SDC_FILE = /design/flow/constraint.sdc
export NUM_CORES = 4
export LEC_CHECK = 1
export CORE_UTILIZATION = 50
```
**design/flow/constraint.sdc**
```tcl
current_design top

set clk_period 2.5
set clk_io_pct 0.2

create_clock -name clk0 -period $clk_period [get_ports {clk}]
create_clock -name clk1 -period $clk_period [get_ports {ext_clk}]

set non_clock_inputs [all_inputs -no_clocks]
set_input_delay [expr $clk_period * $clk_io_pct] -clock clk0 $non_clock_inputs
set_output_delay [expr $clk_period * $clk_io_pct] -clock clk0 [all_outputs]
```
**design/flow/design.v**
```verilog
module attenuator(
		  input 	snd_in,
		  input [3:0] 	att, 
		  output [5:0] 	snd_out
		  );
   reg [5:0] 			snd;
   always@*
     begin
	if(snd_in==0)snd<=0;
	else
	  begin
	     case(att)
	       0:snd<=63;
	       1:snd<=50;
	       2:snd<=40;
	       3:snd<=32;
	       4:snd<=25;
	       5:snd<=20;
	       6:snd<=16;
	       7:snd<=13;
	       8:snd<=10;
	       9:snd<=8;
	       10:snd<=6;
	       11:snd<=6;
	       12:snd<=4;
	       13:snd<=3;
	       14:snd<=2;
	       15:snd<=0;
	       default:snd<=0;
	     endcase  
	  end  
     end  
   assign snd_out=snd;
endmodule  
module chan_mixer(
		  input [5:0] 	ch1,
		  input [5:0] 	ch2,
		  input [5:0] 	ch3,
		  input [5:0] 	ch4,
		  output [7:0] mix_out
		  );
   reg [7:0] 		       mix;
   always@*
     begin
	mix<=ch1+ch2+ch3+ch4;	
     end
   assign mix_out=mix;
endmodule  
module control_reg(
		   input 	clk,
		   input [2:0] 	adress,
		   input [9:0] 	value,
		   input 	load,
		   output [9:0] freq1 ,
		   output [3:0] att1,
		   output [9:0] freq2,
		   output [3:0] att2 ,
		   output [9:0] freq3,
		   output [3:0] att3 ,
		   output [2:0] freq4,
		   output [3:0] att4
		   );
   reg [9:0] 		  f1;
   reg [3:0] 		  a1;
   reg [9:0]  		  f2;
   reg [3:0] 		  a2;
   reg [9:0] 		  f3;
   reg [3:0] 		  a3;
   reg [2:0] 		  f4;
   reg [3:0] 		  a4;
   always@(posedge clk)
     begin;
	if (load==1)
	  begin
	     case(adress)
	       0:f1<=value;
	       1:a1<=value[3:0];
	       2:f2<=value;
	       3:a2<=value[3:0];
	       4:f3<=value;
	       5:a3<=value[3:0];
	       6:f4<=value[2:0];
	       7:a4<=value[3:0];
	     endcase  
	  end  
     end  
   assign freq1=f1;
   assign att1 =a1;
   assign freq2=f2;
   assign att2 =a2;
   assign freq3=f3;
   assign att3 =a3;
   assign freq4=f4;
   assign att4 =a4;
endmodule  
module noise(
	     input  clk,
	     input  noise_clk,
	     input  mode,
	     output noise_out,
	     input  rst
	     );
   reg [15:0] 	    noise_reg;
   reg 		    modep;
   initial noise_reg=1;
   always@(posedge clk or posedge rst)
     begin
	if(rst)noise_reg<=1;
	else if(noise_clk==1)
	  begin
	     if(mode==1)noise_reg<={noise_reg[14:0],noise_reg[15]^noise_reg[12]};
	     else noise_reg<={noise_reg[14:0],noise_reg[15]};
	  end
     end
   assign noise_out=noise_reg[15];
endmodule  
module noise_freq_sel(
		      input 	  clk, 
		      input 	  tone_clk,
		      input 	  tone,
		      input [2:0] selecta,
		      output 	  noise_clk
		      );
   reg 				  noise_clock;
   reg 				  div_clk;
   reg [7:0] 			  div;
   reg [7:0] 			  clk_cntr;
   reg [2:0] 			  selectap;
   always@*
     begin
	noise_clock=div_clk;
	div=32;	
	case(selecta)
	  0:div=32;
	  1:div=64;
	  2:div=128;
	  3:noise_clock=tone;
	endcase  
     end  
   always@(posedge clk)
     begin
	if(tone_clk==1)
	  begin
	     clk_cntr <= clk_cntr + 1;
	     if (clk_cntr == div-1)
	       begin
		  clk_cntr <= 0;
		  div_clk<=1;
	       end
	     else div_clk <=0;
	  end
	end
   assign noise_clk=noise_clock;   
endmodule  
module reception(
		 input 	      clk,
		 input [7:0]  data_in,
		 input 	      new_data_in,
		 output [2:0] adress,
		 output [9:0] value,
		 output       load,
		 output       noise_rst
		 );
   reg [7:0] 		      prev_data;
   reg [9:0] 		      val;
   reg 			      n_rst;
   reg 			      ld;
   reg [2:0] 		      adr;
always@(posedge clk)
  begin
     n_rst<=0;
     ld<=0;
     if(new_data_in==1)
       begin
	  if(data_in[7]==1)
	    begin
	       case(data_in[6:4])
		 3'b000,3'b010,3'b100:
		   begin
		      prev_data<=data_in;  
		      adr<=data_in[6:4];
		   end
		 3'b001,3'b011,3'b111,3'b101:
		   begin
		      ld<=1;
		      adr<={data_in[6:4]};
		      val<={{6{0}},data_in[3:0]};
		   end
		 3'b110:
		   begin
		      n_rst<=1;
		      ld<=1;
		      adr<=data_in[6:4];
		      val<={{7{0}},data_in[2:0]};
		   end
	       endcase  
	    end  
	  else if(prev_data[7]==1 && (prev_data[6:4]==0 ||prev_data[6:4]==2 || prev_data[6:4]==4))
	    begin
	       val<={data_in[5:0],prev_data[3:0]};
	       prev_data<=data_in;
	       ld<=1;
	    end
       end  
  end  
   assign value=val;
   assign adress=adr;
   assign load=ld;
   assign noise_rst=n_rst;
endmodule  
module sigma_delta(
		   input       clk,
		   input [7:0] in,
		   output      out
		   );
   reg [8:0] 		       accu;
   always@(posedge clk)
     begin
	accu<=accu[7:0]+in;
     end
   assign out=accu[8]; 
endmodule  
module tone(input       clk,
	    input 	tone_clk,
	    input [9:0] freq,
	    output 	tone_out
	    );
   reg [9:0] 	   freq_cntr;
   reg 		   half_pulse;
   reg 		   out_cntr;
   always@(posedge clk)
     begin
	if(tone_clk==1)
	  begin
	     freq_cntr <= freq_cntr + 1;
	     if (freq_cntr == freq-1)
	       begin
		  freq_cntr <= 0;
		  half_pulse <= 1;
	       end
	     else half_pulse <= 0;
	     if(half_pulse == 1)
	       begin 
		  out_cntr <= !out_cntr;
	       end
	  end
     end
assign tone_out=out_cntr;
endmodule  
module top(
	   input  clk,
	   input  ext_clk,
	   input  rx,
	   input  pD0,
	   input  pD1,
	   input  pD2,
	   input  pD3,
	   input  pD4,
	   input  pD5,
	   input  pD6,
	   input  pD7,
	   input  WEb,
	   output READY,
	   output dac_out,
	   output LED1,
	   output LED2,
	   output LED3,
	   output LED4,
	   output LED5,
	   output LED6,
	   output LED7,
	   output LED8
	   );
   reg [2:0] 	  div_cntr1;
   reg [4:0] 	  dac_cntr;
   reg [3:0] 	  sn_cntr; 	  
   reg 		  int_clk;
   reg 		  dac_clk;
   wire 	  snd_clk;
   wire [9:0] 	  f1;
   wire [3:0] 	  a1;
   wire [9:0] 	  f2;
   wire [3:0] 	  a2;
   wire [9:0] 	  f3;
   wire [3:0] 	  a3;
   wire [2:0] 	  f4;
   wire [3:0] 	  a4;
   wire [2:0]	  adress;
   wire [9:0]	  value;
   wire 	  load;
   wire 	  sndw1;
   wire 	  sndw2;
   wire 	  sndw3;
   wire 	  noise_clk;
   wire 	  noisew;
   wire [5:0] 	  ch1_att;
   wire [5:0] 	  ch2_att;
   wire [5:0] 	  ch3_att;
   wire [5:0] 	  ch4_att;
   wire [7:0] 	  mixed_snd;
   wire 	  rx_clk;
   wire [7:0] 	  data_in;
   wire 	  new_data_in;
   wire 	  noise_rst;
   always@(posedge clk)
     begin
	div_cntr1 <= div_cntr1 + 1;
	dac_cntr <= dac_cntr+1;
	if (div_cntr1 == 6-1)
	  begin
	     div_cntr1<=0;
	     int_clk <= 1;
	  end
	else int_clk<=0;
     end  
   always@(posedge ext_clk)sn_cntr <= sn_cntr + 1;
   assign snd_clk=sn_cntr==4'b1111;
   reception reception(
		       .clk(clk),
		       .data_in(data_in),
		       .new_data_in(new_data_in),
		       .adress(adress),
		       .value(value),
		       .load(load),
		       .noise_rst(noise_rst)
		       );
   tone tone_gen1(
		  .clk(clk),
		  .tone_clk (snd_clk),
		  .freq (f1),
		  .tone_out(sndw1) 
		  );
   tone tone_gen2(
		  .clk(clk),
		  .tone_clk (snd_clk),
		  .freq (f2),
		  .tone_out(sndw2) 
		  );
   tone tone_gen3(
		  .clk(clk),
		  .tone_clk (snd_clk),
		  .freq (f3),
		  .tone_out(sndw3) 
		  );
   noise_freq_sel noise_sel(
			    .clk(clk),
			    .tone_clk(snd_clk),
			    .tone(sndw3),
			    .selecta(f4[2:0]),
			    .noise_clk(noise_clk)
			    );
   noise noise_gen(
		   .clk(clk),
		   .noise_clk(noise_clk),
		   .mode(f4[2]),
		   .noise_out(noisew),
		   .rst(noise_rst)
		   );
   control_reg ctrl_reg(
			.clk (clk),
			.adress (adress),
			.value (value),
			.load (load),
			.freq1 (f1),
			.att1 (a1),
			.freq2 (f2),
			.att2(a2),
			.freq3 (f3),
			.att3 (a3),
			.freq4 (f4),
			.att4 (a4),
			);
   attenuator attenuator1(
			  .snd_in(sndw1),
			  .att(a1),
			  .snd_out(ch1_att)
			  );
   attenuator attenuator2(
			  .snd_in(sndw2),
			  .att(a2),
			  .snd_out(ch2_att)
			  );
   attenuator attenuator3(
			  .snd_in(sndw3),
			  .att(a3),
			  .snd_out(ch3_att)
			  );
   attenuator attenuator4(
			  .snd_in(noisew),
			  .att(a4),
			  .snd_out(ch4_att)
			  ); 
   chan_mixer mixer(
		    .ch1(ch1_att),
		    .ch2(ch2_att),
		    .ch3(ch3_att),
		    .ch4(ch4_att),
		    .mix_out(mixed_snd)
		    );
  sigma_delta sigma_delta(
			  .clk(clk),
			  .in(mixed_snd),
			  .out(dac_out)
			  );
   assign LED1=(a1<10);
   assign LED2=(a2<10);
   assign LED3=(a3<10);
   assign LED4=(a4<0);
   assign LED5=0;
   assign LED6=0;
   assign LED7=READY;
   assign LED8=new_data_in;
   assign new_data_in=~WEb;
   assign data_in={pD7,pD6,pD5,pD4,pD3,pD2,pD1,pD0};
   assign READY=~load;
endmodule  
```
**design/flow/run.sh**
```bash
#!/bin/bash
# OpenROAD 26Q1-2900-gdf79404cd8, Yosys 0.63+post, stock flow scripts
make -C /OpenROAD-flow-scripts/flow DESIGN_CONFIG=/design/flow/config.mk WORK_HOME=/design/flow/orfs finish
```
==> run summary <==
flow finished, numbers: final worst slack -1.051 ns, core outline area 0.01682 mm2, comb area leader simple AND/OR/NAND/NOR gates, Slowest-stage cell, CP fa_1, drt drc 0, area fraction in mux cells 5.747%, vias in the first global route 5234, CP startpoint kind flip-flop, Die Size 0.01795 mm2, n_diodes 0, Post-Synthesis Mean Instance Area 11.74 um2, yosys stat area 0.008708 mm2, CP max stage delay 0.50 ns, Worst IR Drop VDD 0.0005484 V, crit end category flip-flop, Slew @ Worst Pin 0.6050 ns, Critical Path AT 3.85 ns, DRT Pass-1 Iters 4, Fill cells 1293, reg2reg path depth 16, Port-buffer cells 16, #FFs+latches synth 170, final-report hold violation count 0, first-pass GRT wire length 25630 um, Reg-to-Reg Start tone_gen1.out_cntr$_DFFE_PP_, cell taking the most area after synthesis edfxtp_1, area grow syn2layout 17.24%, Adder Share, Synth 7.816%, DRT iter0 DRCs 321, vias 5390, Max Cap Viol 0, Rows 47, IO Pins 22, Worst Skew 0.008361 ns, Worst Path Buf+Inv 2, Leak 3.961 nW, CP Depth 16, layout cells sized above 1 18.73%, DR WL/cell 14.62 um, total wire length 15160 um, Top-area cell share 39.66%, CTS tree done, die y size 134.0 um, area fraction in compound gates 7.098%, clock-pin slew on the worst setup and hold paths 0.06 ns, final slew viol count 0, Slew headroom 59.67%, Tool Warnings 38, Mapped Area 0.008708 mm2, vias per cell 5.198, Final setup viols 8, Reg2Reg Capture Point sigma_delta.accu[7]$_DFF_P_, die width 134.0 um, status finished with violations, critical path, cell by cell and2_4 -> ha_4 -> inv_2 -> fa_2 -> fa_1 -> inv_2 -> ha_4 -> fa_2 -> a21o_1 -> a21oi_2 -> xnor2_1 -> ha_1 -> nor3_2 -> nor2_1 -> o41ai_2 -> xnor2_1, yosys cell count 742, CTS Hold Buffers Added 0, grt ovf 0, Synth Instances 742, Simple-Gate Area Share 14.89%, RD Place Congestion 0.8489, Post-synth top flop edfxtp_1, initial antenna violation count 0, failing checks negative setup slack, final cell count without fillers 1037, R2R setup slack -1.05 ns, largest net degree at the start of global routing 23, Yosys warnings 9, Post-synth seq share 53.23%, CP required 2.79 ns, FFs w/ async S/R, synth 9.412%, Cell Type Count 63, Placed Cells 997, total power 6.342 mW, yosys xor share 7.945%, Fin Hold WS 0.3089 ns, floorplan utilization 51.78%, Setup CP Type flip-flop to flip-flop, HPWL after detailed placement 10850 um, most frequent cells after synthesis 115 x edfxtp_1, 62 x nor2_1, 49 x inv_1, 44 x xor2_1, 40 x ha_1, PwrDens 621.1 mW/mm2, RSZ-0062 raised after global routing yes, hold crit path type flip-flop to async pin, clk sinks 170, crit-path leading delay family adder cells, GRT Util Overall 19.28%, Crit Path Max Fanout 4, top cells by area edfxtp_1 40%, dfxtp_1 9.0%, ha_1 5.7%, Yosys top cell by instances edfxtp_1, number of enable flip-flop cells 115, antenna viol nets, final 0
-- where the power goes --
group          switching, mW  total (mW)  internal (mW)
sequential            0.0629        3.14           3.08
combinational          0.144       0.325          0.181
clock                   1.10        2.88           1.78
-- worst max path at each step --
stage                       startpoint  slack, ns                           to
5_1_grt   tone_gen1.out_cntr$_DFFE_PP_      -1.26  sigma_delta.accu[7]$_DFF_P_
6_report  tone_gen1.out_cntr$_DFFE_PP_      -1.05  sigma_delta.accu[7]$_DFF_P_
4_1_cts   tone_gen1.out_cntr$_DFFE_PP_      -1.02  sigma_delta.accu[7]$_DFF_P_
-- timing repair --
| item | 4_1_cts | 5_1_grt |
|---|---|---|
| gates cloned | 0 | 0 |
| buffers inserted | 2 | 5 |
| hold endpoints to repair | 0 | 0 |
| setup endpoints to repair | 8 | 16 |
| pin swaps | 17 | 6 |
| resized | 12 | 10 |
-- kinds of logic (layout without fill, tap and decap cells) --
family          Yosys count  after routing
fa+ha+maj                49             49
flops                   170            170
simple gates            239            239
buf+inv                  65            138
compound gates           95             95
other cells               1              3
xor+xnor                 79             79
mux                      44             44
-- per-layer routing --
| metal | wire (um) | track usage, % |
|---|---|---|
| met1 | 7825 | 33.78 |
| met2 | 6464 | 27.20 |
| met3 | 739 | 5.131 |
| met4 | 133 | 1.641 |
| met5 | 0 | 0 |
-- cell usage in the layout (no fill, tap or decap), types with 4 or more instances in the layout --
| master | instances |
|---|---|
| buf_4 | 35 |
| xnor2_1 | 32 |
| ha_1 | 33 |
| xor2_1 | 44 |
| dfrtp_1 | 15 |
| dfxtp_1 | 39 |
| nor3b_1 | 5 |
| nor2_1 | 62 |
| nand4_1 | 4 |
| mux2_2 | 25 |
| a21o_1 | 7 |
| o221a_2 | 4 |
| inv_1 | 44 |
| o21bai_1 | 5 |
| a21oi_1 | 13 |
| and2_1 | 21 |
| edfxtp_1 | 115 |
| and3_1 | 7 |
| ha_4 | 6 |
| o21ai_0 | 24 |
| a22o_1 | 4 |
| inv_2 | 5 |
| mux2i_1 | 16 |
| a31oi_1 | 7 |
| nor4_2 | 4 |
| nand3_1 | 26 |
| nand2b_1 | 10 |
| fa_1 | 7 |
| clkdlybuf4s50_1 | 16 |
| nor2b_1 | 15 |
| nand2_1 | 38 |
| nor3_1 | 16 |
| clkbuf_16 | 20 |
| a21oi_2 | 7 |
-- final cells by class --
cell class,instances,area (um2),area share (%)
tap,220,275.3,2.696
timing repair buffer,54,456.7,4.473
sequential,170,4636,45.40
clock inverter,14,171.4,1.679
clock buffer,21,504.2,4.939
inverter,49,183.9,1.801
multi-input combinational,509,3983,39.01
-- metrics by stage --
| step | setup slack (ns) | area [um2] | utilization [%] | setup TNS, ns |
|---|---|---|---|---|
| 2_1_floorplan | -0.9952 | 8807 | - | -5.449 |
| 3_3_place_gp | -1.061 | 9407 | 55.93 | -6.039 |
| 3_5_place_dp | -1.122 | 9407 | 55.93 | -6.385 |
| 4_1_cts | -1.024 | 10160 | 60.40 | -5.975 |
| 5_1_grt | -1.261 | 10210 | 60.71 | -7.135 |
| 6_report | -1.051 | 10210 | 60.71 | -6.001 |
Power is estimated from default activity; no workload was simulated.
